`/design/flow/config.mk`:
```
export PLATFORM = sky130hd
export DESIGN_NAME = router
export DESIGN_NICKNAME = router
export VERILOG_FILES = /design/flow/design.v
export SDC_FILE = /design/flow/constraint.sdc
export NUM_CORES = 4
export LEC_CHECK = 1
export CORE_UTILIZATION = 50
```
`/design/flow/constraint.sdc`:
```
current_design router

set clk_period 4.0
set clk_io_pct 0.2

create_clock -name clk0 -period $clk_period [get_ports {clk_i}]

set non_clock_inputs [all_inputs -no_clocks]
set_input_delay [expr $clk_period * $clk_io_pct] -clock clk0 $non_clock_inputs
set_output_delay [expr $clk_period * $clk_io_pct] -clock clk0 [all_outputs]
```
`/design/flow/design.v`:
```
module fifo_manager #(
    FIFO_DEPTH = 4
) (
    input  logic clk_i,
    input  logic rst_ni,
    input  logic wr_i,  
    input  logic rd_i,  
    output logic [$clog2(FIFO_DEPTH)-1:0] wr_cnt_o,  
    output logic [$clog2(FIFO_DEPTH)-1:0] rd_cnt_o,  
    output logic fifo_full_o,  
    output logic fifo_empty_o  
);
    localparam int CNT_W = $clog2(FIFO_DEPTH);  
    logic [CNT_W:0] no_of_elements;   
    logic [CNT_W:0] no_of_elements_next;  
    always @(posedge clk_i or negedge rst_ni) begin
        if (~rst_ni)
            wr_cnt_o <= '0;
        else if (wr_i && !fifo_full_o) begin
            if (wr_cnt_o == FIFO_DEPTH-1)
                wr_cnt_o <= '0;
            else
                wr_cnt_o <= wr_cnt_o + 1'b1;
        end
    end
    always @(posedge clk_i or negedge rst_ni) begin
        if (~rst_ni)
            rd_cnt_o <= '0;
        else if (rd_i && !fifo_empty_o) begin
            if (rd_cnt_o == FIFO_DEPTH-1)
                rd_cnt_o <= '0;
            else
                rd_cnt_o <= rd_cnt_o + 1'b1;
        end
    end
    always @* begin  
        no_of_elements_next = no_of_elements;
        if (wr_i && !rd_i && !fifo_full_o)
            no_of_elements_next = no_of_elements + 1'b1;
        else if (rd_i && !wr_i && !fifo_empty_o)
            no_of_elements_next = no_of_elements - 1'b1;
    end
    assign fifo_full_o  = (no_of_elements == FIFO_DEPTH);
    assign fifo_empty_o = (no_of_elements == 0);
    always @(posedge clk_i or negedge rst_ni) begin
        if (~rst_ni)
            no_of_elements <= '0;
        else
            no_of_elements <= no_of_elements_next;  
    end
endmodule
module router #(
    parameter int DATA_WIDTH = 10,      
    parameter int FIFO_DEPTH = 4
) (
    input  logic clk_i,
    input  logic rst_ni,
    input  logic                               valid_i,         
    input  logic [DATA_WIDTH-1:0]              data_i,          
    output logic                               ready_o,         
    output logic [FIFO_DEPTH-1:0]                                       valid_o,         
    output logic [FIFO_DEPTH-1:0][DATA_WIDTH-$clog2(FIFO_DEPTH)-1:0]    data_o,          
    input  logic [FIFO_DEPTH-1:0]                                       ready_i         
);
    localparam int ADDR_W = $clog2(FIFO_DEPTH);       
    localparam int DATA_W = DATA_WIDTH - ADDR_W;      
    logic [DATA_WIDTH-1:0] fifo_mem [0:FIFO_DEPTH-1];
    logic [ADDR_W-1:0]     wr_cnt, rd_cnt;
    logic                  fifo_empty_o;
    logic                  fifo_full_o;
    logic wr;
    logic rd;
    fifo_manager #(
        .FIFO_DEPTH(FIFO_DEPTH)
    ) fifo_inst (
        .clk_i(clk_i),
        .rst_ni(rst_ni),
        .wr_i(wr),
        .rd_i(rd),
        .wr_cnt_o(wr_cnt),
        .rd_cnt_o(rd_cnt),
        .fifo_full_o(fifo_full_o),
        .fifo_empty_o(fifo_empty_o)
    );
    assign ready_o = ~fifo_full_o;
    assign wr = valid_i && ready_o;
    always_ff @(posedge clk_i or negedge rst_ni) begin
        if (!rst_ni) begin
        end else if (valid_i && ready_o) begin
            fifo_mem[wr_cnt] <= data_i;
        end
    end
    wire [DATA_WIDTH-1:0] head_pkt  = fifo_mem[rd_cnt];
    wire [ADDR_W-1:0]     head_addr = head_pkt[DATA_WIDTH-1 -: ADDR_W];
    wire [DATA_W-1:0]     head_data = head_pkt[DATA_W-1:0];
    assign rd = (~fifo_empty_o) && (
                  (head_addr == 2'd0 ? ready_i[0] :
                   head_addr == 2'd1 ? ready_i[1] :
                   head_addr == 2'd2 ? ready_i[2] :
                                        ready_i[3])
                );
    always_comb begin
        valid_o = '0;
        if (~fifo_empty_o) begin
            case (head_addr)
                2'd0: valid_o[0] = 1'b1;
                2'd1: valid_o[1] = 1'b1;
                2'd2: valid_o[2] = 1'b1;
                2'd3: valid_o[3] = 1'b1;
                default:  ;
            endcase
        end
    end
    always_comb begin
        data_o[0] = '0;
        data_o[1] = '0;
        data_o[2] = '0;
        data_o[3] = '0;
        if(~fifo_empty_o && ready_i[head_addr]) begin
            case (head_addr)
                2'd0: data_o[0] = head_data;
                2'd1: data_o[1] = head_data;
                2'd2: data_o[2] = head_data;
                2'd3: data_o[3] = head_data;
                default:;
            endcase
        end
    end
endmodule
```
`/design/flow/run.sh`:
```
#!/bin/bash
# OpenROAD 26Q1-2900-gdf79404cd8, Yosys 0.63+post, stock flow scripts
make -C /OpenROAD-flow-scripts/flow DESIGN_CONFIG=/design/flow/config.mk WORK_HOME=/design/flow/orfs finish
```
==> flow_summary.html <==
<!-- implementation run metrics -->
<table>
<tr><th>Metric</th><th>Value</th></tr>
<tr><th colspan="2">Outcome</th></tr>
<tr><td>Outcome</td><td>completed</td></tr>
<tr><th colspan="2">Yosys</th></tr>
<tr><td>Summed instance area of the synthesized netlist</td><td>between 0.002 and 0.0025 mm2</td></tr>
<tr><td>Post-synth area from yosys stat</td><td>between 0.002 and 0.0025 mm2</td></tr>
<tr><td>Yosys warns</td><td>3</td></tr>
<tr><td>Flops out of synthesis</td><td>~47</td></tr>
<tr><td>Library cell with the largest summed area after synthesis</td><td>sky130_fd_sc_hd__edfxtp_1</td></tr>
<tr><td>Yosys top cell area share</td><td>between 50% and 60%</td></tr>
<tr><td>Cell Type Count</td><td>around 44</td></tr>
<tr><td>Yosys cell count</td><td>around 190</td></tr>
<tr><td>Ys async rst share</td><td>approximately 15%</td></tr>
<tr><td>Average size of a mapped cell</td><td>about 12 um2</td></tr>
<tr><td>Synthesized instance count</td><td>about 190</td></tr>
<tr><td>Proportion of synthesized chip area in sequential cells</td><td>about three fifths</td></tr>
<tr><td>Post-synth top flop</td><td>sky130_fd_sc_hd__edfxtp_1</td></tr>
<tr><td>Top cells by area</td><td>sky130_fd_sc_hd__edfxtp_1 (52%), sky130_fd_sc_hd__dfrtp_1 (7.6%), sky130_fd_sc_hd__nor2_1 (5.5%)</td></tr>
<tr><td>Number of synthesized flops with an enable pin</td><td>roughly 40</td></tr>
<tr><th colspan="2">Final timing</th></tr>
<tr><td>Minimum clock period</td><td>roughly 3.8 ns</td></tr>
<tr><td>Final setup violating endpoints</td><td>0</td></tr>
<tr><td>Worst path setup slack after routing</td><td>0.171 ns</td></tr>
<tr><td>Headroom to the max-slew limit</td><td>a little under three fifths</td></tr>
<tr><td>Top achievable clock speed</td><td>approximately 260 MHz</td></tr>
<tr><td>Final count of pins violating max slew</td><td>0</td></tr>
<tr><td>Final hold viol count</td><td>0</td></tr>
<tr><td>Worst clock skew</td><td>approximately 0.0053 ns</td></tr>
<tr><td>Final clock period utilization by the worst path</td><td>~96%</td></tr>
<tr><td>Unrepaired setup endpoints after global routing</td><td>yes</td></tr>
<tr><td>Actual transition at the worst max-transition pin</td><td>about 0.67 ns</td></tr>
<tr><th colspan="2">Worst setup path</th></tr>
<tr><td>Launch point of the critical path</td><td>fifo_inst.rd_cnt_o[0]</td></tr>
<tr><td>WP data required</td><td>approximately 3.2 ns</td></tr>
<tr><td>Worst reg2reg path depth</td><td>12</td></tr>
<tr><td>Worst-path maximum fanout</td><td>11</td></tr>
<tr><td>Category of the worst setup path capture point</td><td>primary output</td></tr>
<tr><td>Kind of critical path</td><td>reg -&gt; out</td></tr>
<tr><td>Critical path startpoint category</td><td>flip-flop</td></tr>
<tr><td>Arrival @ worst endpoint</td><td>roughly 3.0 ns</td></tr>
<tr><td>Origin of the critical flop-to-flop path</td><td>fifo_inst.rd_cnt_o[0]</td></tr>
<tr><td>End of the critical path</td><td>data_o[8]</td></tr>
<tr><td>End of the worst register-to-register path</td><td>fifo_inst.no_of_elements[2]</td></tr>
<tr><td>R2r setup slk</td><td>about 0.51 ns</td></tr>
<tr><th colspan="2">Die</th></tr>
<tr><td>Core Area</td><td>roughly 0.0044 mm2</td></tr>
<tr><td>Fp util</td><td>between 50% and 60%</td></tr>
<tr><td>Rows</td><td>24</td></tr>
<tr><td>Chip Footprint</td><td>between 0.004 and 0.005 mm2</td></tr>
<tr><td>Chip height</td><td>between 60 and 70 um</td></tr>
<tr><td>Die Span X</td><td>about 70 um</td></tr>
<tr><td>Top Ports</td><td>54</td></tr>
<tr><th colspan="2">Routing</th></tr>
<tr><td>Overall routed net length</td><td>4540 um</td></tr>
<tr><td>Via density per instance</td><td>5.60</td></tr>
<tr><td>Detail Route met3 WL</td><td>412 um</td></tr>
<tr><td>Post-DR wirelength/cell</td><td>around 15 um</td></tr>
<tr><td>Final ANT Viol Nets</td><td>0</td></tr>
<tr><td>Number of search-and-repair iterations in the first detailed-routing pass</td><td>4</td></tr>
<tr><td>Uppermost routed layer</td><td>met4</td></tr>
<tr><td>Met2 WL post-DR</td><td>about 2100 um</td></tr>
<tr><td>Total routed wire length on the met1 layer</td><td>slightly above 2000 um</td></tr>
<tr><td># DRC</td><td>0</td></tr>
<tr><td>First DRT Iteration DRCs</td><td>65</td></tr>
<tr><td>Routed via count</td><td>1646</td></tr>
<tr><td>Inserted Diodes</td><td>0</td></tr>
<tr><th colspan="2">Placement</th></tr>
<tr><td>Cells after DPL</td><td>approximately 290</td></tr>
<tr><td>RD Place Congestion</td><td>around 0.9</td></tr>
<tr><td>Setup WS pre-CTS</td><td>~0.44 ns</td></tr>
<tr><td>Port-buffer cells</td><td>approximately 53</td></tr>
<tr><td>Final HPWL from detailed placement</td><td>roughly 3400 um</td></tr>
<tr><th colspan="2">Cells and area</th></tr>
<tr><td>Area delta synth-&gt;final</td><td>29.1%</td></tr>
<tr><td>Most frequent cells in the layout</td><td>sky130_fd_sc_hd__clkdlybuf4s50_1 (53), sky130_fd_sc_hd__edfxtp_1 (40), sky130_fd_sc_hd__nor2_1 (34)</td></tr>
<tr><td>Most common library cell in the layout ignoring fill and taps</td><td>sky130_fd_sc_hd__clkdlybuf4s50_1</td></tr>
<tr><td>Count of filler cells inserted in the layout</td><td>between 300 and 400</td></tr>
<tr><td>Fraction of final layout cells sized beyond drive strength 1</td><td>7.02%</td></tr>
<tr><td>Final cell count without fillers</td><td>roughly 300</td></tr>
<tr><th colspan="2">Clocking</th></tr>
<tr><td>Maximum clock path buffer count</td><td>2</td></tr>
<tr><td>TritonCTS clock tree</td><td>yes</td></tr>
<tr><td>Number of buffers inserted during clock tree synthesis</td><td>5</td></tr>
<tr><td>Clock latency on the worst-skew pair</td><td>approximately 0.28 ns</td></tr>
<tr><td>Number of cells upsized or downsized after cts</td><td>0</td></tr>
<tr><td>Sinks on Clock Net</td><td>47</td></tr>
<tr><td>Clock root cell</td><td>sky130_fd_sc_hd__clkbuf_8</td></tr>
<tr><td>Post-CTS setup buffers</td><td>0</td></tr>
<tr><td>Hold bufs inserted after CTS</td><td>0</td></tr>
<tr><td>Clock transition time at the flip-flop clock pins of the worst setup and hold paths</td><td>~0.08 ns</td></tr>
<tr><td>Deepest level of the CTS H-tree</td><td>2</td></tr>
<tr><th colspan="2">Job</th></tr>
<tr><td>Tool warnings</td><td>33</td></tr>
<tr><td>Maximum capacitance violations</td><td>0</td></tr>
<tr><th colspan="2">GRT</th></tr>
<tr><td>Global-route wire length before repair</td><td>between 7000 and 8000 um</td></tr>
<tr><td>Antenna violations before repair</td><td>0</td></tr>
<tr><td>GRT Total Usage</td><td>21.8%</td></tr>
<tr><td>GRT overflow</td><td>0</td></tr>
<tr><td>Via count of the first global-routing pass</td><td>1712</td></tr>
<tr><td>Largest net degree at the start of global routing</td><td>21</td></tr>
<tr><th colspan="2">Pwr</th></tr>
<tr><td>Power Dens Cells</td><td>between 700 and 800 mW/mm2</td></tr>
<tr><td>Worst voltage drop across the vdd grid</td><td>between 0.4 and 0.5 mV</td></tr>
<tr><td>Static leakage</td><td>0.00109 uW</td></tr>
<tr><th colspan="2">Min path</th></tr>
<tr><td>Worst hold path class</td><td>reg -&gt; reg</td></tr>
</table>
## power by group
part | switching, uW | internal (uW)
Sequential | 55.5 | 618
Combinational | 596 | 571
Clock | 137 | 182
Total | 789 | 1370
## metal layers
metal / track usage [%] / vias to the layer above
met5: 0 / -
met4: 4.00 / 0
met3: 7.67 / 2
met2: 33.1 / 82
met1: 34.3 / 752
li1: - / 810
## how the worst min path moves through the flow
stage                            to  slack [ns]  depth (start not counted)                  start
CTS           fifo_inst.rd_cnt_o[1]        0.59                          1  fifo_inst.rd_cnt_o[1]
global route  fifo_inst.rd_cnt_o[1]        0.62                          1  fifo_inst.rd_cnt_o[1]
finish        fifo_inst.rd_cnt_o[1]        0.58                          1  fifo_inst.rd_cnt_o[1]
## logic make-up after synthesis
family,share of synthesized area (%)
compound gates,14.0
xor+xnor,0.979
fa+ha+maj,5.22
buf+inv,2.56
flops,59.8
mux,1.31
simple gates,16.1
## flip-flops by register name, indices dropped and copies added (netlist names)
register,count
fifo_mem,40
fifo_inst.no_of_elements,3
fifo_inst.rd_cnt_o,2
fifo_inst.wr_cnt_o,2
## through the flow
stage / power, uW / hold slack [ns] / utilization [%] / area [um2] / TNS [ns]
after floorplan: 1410 / 0.504 / - / 2300 / 0
after global placement: 1820 / 0.559 / 65.3 / 2860 / 0
after detailed placement: 1850 / 0.572 / 65.3 / 2860 / 0
after CTS: 2170 / 0.594 / 67.8 / 2970 / 0
after global routing: 2350 / 0.621 / 67.8 / 2970 / -1.05
final: 2160 / 0.583 / 67.8 / 2970 / 0
## critical path, cell delays in order (launching register included)
cell and delay (ns):
sky130_fd_sc_hd__dfrtp_1 0.42, sky130_fd_sc_hd__inv_1 0.09, sky130_fd_sc_hd__ha_1 0.36, sky130_fd_sc_hd__a222oi_1 0.42, sky130_fd_sc_hd__a21oi_1 0.27, sky130_fd_sc_hd__nor2_1 0.24, sky130_fd_sc_hd__nand3_1 0.28, sky130_fd_sc_hd__nor2_1 0.18
sky130_fd_sc_hd__clkdlybuf4s50_1 0.48
## Yosys cell counts, drive strengths merged, types with 2 or more instances
cell type  count
mux2           2
nand2b         2
a222oi         9
a221oi         2
nor2          35
o211ai         4
o21ai         10
dfrtp          7
a21oi          2
buf            4
nand2         17
nor3           2
clkbuf         3
nand3          4
and2           4
inv            5
and3           5
ha             8
or3            2
nand3b         2
nor2b          3
edfxtp        40
## cell type report
cell class,instances,area [um2],area share [%]
flip-flops and latches,47,1380,46.3
clock buffers,5,68.8,2.32
multi-input cells,129,866,29.1
clock inverters,2,37.5,1.26
repair buffers,54,538,18.1
inverters,5,18.8,0.632
well taps,52,65.1,2.19
Power is estimated from default activity; no workload was simulated.
